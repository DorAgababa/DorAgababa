==> design/flow/design.v <==
`timescale 1ns/1ps
module square(a,avg,outt);
	input [7:0] a;
	input [7:0] avg;
	output [15:0]outt;
	wire[7:0] result=(a>avg)? a-avg : avg-a;  
	wire [15:0] post_square=result*result;
	assign outt={2'b0,post_square[15:2]};  
endmodule
 module average(a,b,c,d,outt);
	input [7:0] a;
	input [7:0] b;
	input [7:0] c;
	input [7:0] d;
	output [7:0]outt;
	wire[15:0] result=a+b+c+d;
	assign outt=result[9:2];
endmodule
module multiplier_24(a,b,c);
	input [23:0] a;
	input [23:0] b;
	output [7:0] c;
	wire[7:0] result1,result2,result3;
	multiplier first(.a(a[7:0]),.b(b[7:0]),.c(result1));
	multiplier sec(.a(a[15:8]),.b(b[15:8]),.c(result2));
	multiplier third(.a(a[23:16]),.b(b[23:16]),.c(result3));
	wire[15:0] ans= result1+ result2+result3;
	assign c= (ans[15:8] == 8'b0) ? ans : 8'b11111111;
endmodule
module multiplier_3x3(a0,a1,a2,b0,b1,b2,c);
	input [23:0] a0;
	input [23:0] a1;
	input [23:0] a2; 
	input [23:0] b0;
	input [23:0] b1;
	input [23:0] b2;
	output [7:0] c;
	wire[7:0] result1,result2,result3;
	multiplier_24 firstrow(.a(a0),.b(b0),.c(result1));
	multiplier_24 secrow(.a(a1),.b(b1),.c(result2));
	multiplier_24 thirdrow(.a(a2),.b(b2),.c(result3));
	wire[15:0] ans= result1+ result2+result3;
	assign c= (ans[15:8] == 8'b0) ? ans : 8'b11111111;
endmodule
module multiplier
(
	a,b, c
);
	input [7:0] a;
	input [7:0] b;
	output [7:0] c;
	wire[15:0] ans= a * b;
	assign c= (ans[15:8] == 8'b0) ? ans : 8'b11111111;
endmodule
module ai_accel
(
        rst_n		,   
        clk,              
        addr		,   
		  wr_en,		 
		  accel_select,
		  data_in,
		  ctr,
        data_out	    
    );
	 input rst_n;
	 input clk;
	 input [31:0] addr;
	 input wr_en;
	 input accel_select;
	 input [31:0] data_in;
	 output [31:0] data_out;
	 output [15:0] ctr;
	 reg [31:0] data_out;
	 reg go_bit;
	 wire go_bit_in;
	 reg done_bit;
	 wire done_bit_in;
	 reg [15:0] counter;
	 reg [31:0] data_A0;
	 reg [31:0] data_A1;
	 reg [31:0] data_A2;
	 reg [31:0] data_B0;
	 reg [31:0] data_B1;
	 reg [31:0] data_B2;
	 reg [31:0] data_B3;
	 reg [31:0] result;
	 wire [7:0] level3_avg;
	 wire [31:0] data_C;
	 wire [31:0] data_C2;
	 reg [7:0] in1, in2;
	 wire[7:0] out;
	 assign ctr = counter;
	 always @(addr[5:2], data_A0,data_A1,data_A2, data_B0,data_B1,data_B2,data_B3, data_C,data_C2, counter, done_bit, go_bit, counter) begin
		case(addr[5:2])
		4'b1000: data_out = {done_bit, 30'b0, go_bit};
		4'b1001: data_out = {16'b0, counter}; 
		4'b1010: data_out = data_A0;
		4'b1011: data_out = data_A1;
		4'b1100: data_out = data_A2;
		4'b1101: data_out = data_B0;
		4'b1110: data_out = data_B1;
		4'b1111: data_out = data_B2;
		4'b0000: data_out = data_B3;
		4'b0001: data_out = data_C;
		4'b0010: data_out = data_C2;
		default: data_out = 32'b0;
		endcase
	 end
	 assign go_bit_in = (wr_en & accel_select & (addr[5:2] == 4'b1000));
	 always @(posedge clk or negedge rst_n)
		if(~rst_n) go_bit <= 1'b0;
		else go_bit <=  go_bit_in ? 1'b1 : 1'b0;
	 always @(posedge clk or negedge rst_n)
		if(~rst_n) begin
			counter <=16'b0;
			data_A0 <= 32'b0;
			data_A1 <= 32'b0;
			data_A2 <= 32'b0;
			data_B0 <= 32'b0;
			data_B1 <= 32'b0;
			data_B2 <= 32'b0;
			data_B3 <= 32'b0;
		end
		else begin
			if (wr_en & accel_select) begin
				data_A0 <= (addr[5:2] == 4'b1010) ? data_in : data_A0;
				data_A1 <= (addr[5:2] == 4'b1011) ? data_in : data_A1;
				data_A2 <= (addr[5:2] == 4'b1100) ? data_in : data_A2;
				data_B0 <= (addr[5:2] == 4'b1101) ? data_in : data_B0;
				data_B1 <= (addr[5:2] == 4'b1110) ? data_in : data_B1;
				data_B2 <= (addr[5:2] == 4'b1111) ? data_in : data_B2;
				data_B3 <= (addr[5:2] == 4'b0000) ? data_in : data_B3;
			end
			else begin
				data_A0 <= data_A0;
				data_A1 <= data_A1;
				data_A2 <= data_A2;
				data_B0 <= data_B0;
				data_B1 <= data_B1;
				data_B2 <= data_B2;
				data_B3 <= data_B3;
			end
			counter <= go_bit_in? 16'h00 : done_bit_in ? counter : counter +16'h01;
		end
	wire[7:0] result1,result2,result3,result4;
	 multiplier_3x3 firstitert(.a0(data_A0),.a1(data_A1),.a2(data_A2),.b0(data_B0[31:8]),.b1(data_B1[31:8]),.b2(data_B2[31:8]),.c(result1));
	 multiplier_3x3 secitert(.a0(data_A0),.a1(data_A1),.a2(data_A2),.b0(data_B0[23:0]),.b1(data_B1[23:0]),.b2(data_B2[23:0]),.c(result2));
	 multiplier_3x3 thirditeret(.a0(data_A0),.a1(data_A1),.a2(data_A2),.b0(data_B1[31:8]),.b1(data_B2[31:8]),.b2(data_B3[31:8]),.c(result3));
	 multiplier_3x3 fourthiteret(.a0(data_A0),.a1(data_A1),.a2(data_A2),.b0(data_B1[23:0]),.b1(data_B2[23:0]),.b2(data_B3[23:0]),.c(result4));
	average step3(.a(result1),.b(result2),.c(result3),.d(result4),.outt(level3_avg));
	wire [31:0] result_in;
	assign result_in[31:24]=(result1>level3_avg) ? result1-level3_avg : 8'b0;
	assign result_in[23:16]=(result2>level3_avg) ? result2-level3_avg : 8'b0;
	assign result_in[15:8]=(result3>level3_avg) ? result3-level3_avg : 8'b0;
	assign result_in[7:0]=(result4>level3_avg) ? result4-level3_avg : 8'b0;
	wire[15:0] resultcov1,resultcov2,resultcov3,resultcov4;
	square firstcov(.a(result1),.avg(level3_avg),.outt(resultcov1));
	square seccov(.a(result2),.avg(level3_avg),.outt(resultcov2));
	square thirdcov(.a(result3),.avg(level3_avg),.outt(resultcov3));
	square fourthcov(.a(result4),.avg(level3_avg),.outt(resultcov4));
	assign data_C2={16'b0, resultcov1} +{16'b0,resultcov2}+{16'b0,resultcov3}+{16'b0,resultcov4};
	 always @(posedge clk or negedge rst_n)
		if(~rst_n) result <=32'h0;
		else result <= result_in;
	 assign data_C = result;
	 always @(posedge clk or negedge rst_n)
		if(~rst_n) done_bit <= 1'b0;
		else done_bit <= go_bit_in ? 1'b0 : done_bit_in;
endmodule
==> design/flow/run.sh <==
#!/bin/bash
# OpenROAD 26Q1-2900-gdf79404cd8, Yosys 0.63+post, stock flow scripts
make -C /OpenROAD-flow-scripts/flow DESIGN_CONFIG=/design/flow/config.mk WORK_HOME=/design/flow/orfs finish
==> design/flow/config.mk <==
export PLATFORM = sky130hd
export DESIGN_NAME = ai_accel
export DESIGN_NICKNAME = ai_accel
export VERILOG_FILES = /design/flow/design.v
export SDC_FILE = /design/flow/constraint.sdc
export NUM_CORES = 4
export LEC_CHECK = 1
export CORE_UTILIZATION = 30
==> design/flow/constraint.sdc <==
current_design ai_accel

set clk_period 38.0
set clk_io_pct 0.2

create_clock -name clk0 -period $clk_period [get_ports {clk}]

set non_clock_inputs [all_inputs -no_clocks]
set_input_delay [expr $clk_period * $clk_io_pct] -clock clk0 $non_clock_inputs
set_output_delay [expr $clk_period * $clk_io_pct] -clock clk0 [all_outputs]
==> impl_metrics.yaml <==
# physical design summary
clock_network:
  clock_sinks: 273
  htree_levels: 1
  cts_resized: 0
  cts_tree: "done"
  numCtsBuffers: 25
  post-cts-setup-buffers: 0
  ctsLongestPathBuffers: 3
  clk_pin_slew_ns: 0.08
  clkLatencyLatePin_ns: 0.62
  root_buffer: "clkbuf_16"
  postCtsHoldBufs: 0
synthesis:
  synth_area_um2: 105000
  ys_sh_mux: 0.0283
  synth_chip_area_um2: 105000
  avgSynthCellArea_um2: 8.71
  ys_sh_xor: 0.0344
  ff_type: "dfrtp_1"
  synth_flops: 273
  ys_sh_simple: 0.188
  synthAoiAreaFrac: 0.0850
  ys_cells: 12000
  ys.warnings.count: 14
  synth_seq_share: 0.0652
  synthesis.instances: 12000
  top_logic_kind: "adder cells"
  async_flop_share: 1.00
  edf_count: 0
  synth_cell_type_count: 103
  ys_sh_adder: 0.495
setup_path:
  max_stage_delay_ns: 0.85
  end_kind: "output pin"
  crit_path_max_fanout: 22
  criticalPathCategory: "reg2out"
  crit_top_cell: "fa_1"
  required_ns: 30.40
  start_kind: "register"
  slowest_stage: "a2111oi_2"
  cp_data_arrival_time_ns: 25.96
global_routing:
  grt_use_total: 0.176
  first_global_vias: 79200
  antenna_found_initial: 14
  grt_first_pass_wirelength_mm: 462
  gr-total-overflow: 0
  grt_max_degree: 75
final_timing:
  setup_violations: 0
  hold_viol_final: 0
  timing.hold.ws_ns: 0.510
  fin_crit_sh: 0.883
  fin_skew_ns: 0.0360
  worstMarginPinSlew_ns: 1.00
  period_minus_slack_ns: 33.56
  fmaxAchievable_mhz: 29.8
  maxSlewViolCount: 0
  rsz0062_at_grt: "no"
  maxSlewHeadroom: 0.328
  setup_tns_ns: 0
power:
  p_total_mw: 5.46
  peakVddDrop_mv: 0.0415
  p_per_area_nw_per_um2: 48.7
  p_leak_nw: 56.9
cells_and_area:
  final_core_util: 0.323
  area_growth_pct: 7.09
  mostFrequentLayoutCell: "inv_1"
  final_layout_top_logic_cells: "inv_1 (2396), and2_1 (1762), ha_1 (1608)"
  fin_area_um2: 112000
  layout-drive-gt1-share: 0.0544
floorplanning:
  core_area_um2: 347000
  core_util_floorplan: 0.302
  rows: 216
  dieArea_um2: 351000
  num_io_pins: 116
  die_h_um: 593
  die_w_um: 593
placement:
  placed_cell_area_um2: 111000
  numPortBuffers: 87
  globalplace.congestion: 0.997
  dp_hpwl_mm: 232
flow_run:
  max_cap_violations: 0
  warnings: 82
drt:
  drc: 0
  vias: 77300
  drtAntennaViolNets: 0
  drtIter0Drc: 3118
  routed_wl_mm: 290
  vias_per_cell: 4.69
  firstDrtPassIters: 6
  wire_per_inst_um: 17.6
status:
  status: "finished, final reports clean"
hold_path:
  hold_class: "reg2reg"
==> worst paths after layout <==
check / start / end / slack (ns) / cells after the start
max: data_B2[11] / data_out[14] / 4.44 / 103
min: data_A1[31] / data_A1[31] / 0.51 / 1
max reg2reg: data_B2[11] / result[15] / 19.95 / 72
min reg2reg: data_A1[31] / data_A1[31] / 0.51 / 1
max in group asynchronous: rst_n / data_A0[30] / 27.57 / 6
min in group asynchronous: rst_n / counter[14] / 6.97 / 1
==> area by class of cell <==
type / count / area, um2
clock inverter: 16 / 179
tap: 4578 / 5730
inverter: 2401 / 9010
timing repair buffer: 316 / 2590
multi-input combinational: 8867 / 87100
clock buffer: 29 / 661
fill: 36100 / 235000
sequential: 273 / 6830
antenna: 15 / 37.5
==> cells by family after synthesis <==
group | count (synthesis)
xor+xnor | 403
buf+inv | 2887
simple gates | 3650
fa+ha+maj | 3195
compound gates | 1355
mux | 264
flops | 273
==> state kept, by name, summed over array words and instances (netlist names) <==
signal / count
counter: 16
data_A0: 32
data_A1: 32
data_A2: 32
data_B0: 32
data_B1: 32
data_B2: 32
data_B3: 32
go_bit: 1
result: 32
==> per-layer routing <==
metal,vias to the layer above,global-route usage,wire length [um]
met5,-,0.000135,27
met4,4,0.0588,12400
met3,342,0.0454,19600
met2,1555,0.288,136000
met1,38200,0.231,122000
li1,37300,-,-
==> critical path: cells and delay by family (launching register included) <==
kind            cells  cell delay (ns)
compound gates     35             7.52
xor+xnor            2             0.24
fa+ha+maj          23             9.61
buf+inv            13             1.66
flops               1             0.75
simple gates       30             5.52
==> where the power goes <==
group | internal (mW) | switching (mW)
Combinational | 1.97 | 2.76
Clock | 0.142 | 0.139
Sequential | 0.334 | 0.113
==> per-stage QoR <==
| step | instances | setup slack (ns) |
|---|---|---|
| final | 16500 | 4.44 |
| after detailed placement | 16400 | 5.23 |
| after global routing | 16500 | 2.37 |
| after floorplan | 12000 | 9.11 |
| after global placement | 16400 | 5.27 |
| after CTS | 16500 | 4.49 |
==> cell usage after synthesis, types with 10 or more instances <==
master     number  area, um2
o41ai_1        11       96.3
o21ai_1        11       55.1
mux2i_1        31        310
fa_1         1585      31700
nor2b_1       141        882
or3_1          35        219
a222oi_1       12        120
nand2_1       833       3130
a221oi_1       24        210
o21a_1         63        473
o211ai_1       45        338
buf_1          34        128
mux2_2        230       2590
xor2_1        112        981
clkbuf_1      443       1660
a211oi_1       11       82.6
inv_1        2396       8990
ha_1         1608      20100
o2111ai_1      14        123
nor3_1         64        320
nand4_1        37        231
nor4_1         27        169
nor2_1        414       1550
a22o_1         12        105
a31oi_1        14       87.6
and3_1         28        175
o21bai_1       93        698
a21boi_0       53        398
or2_1          12       75.1
a22oi_1        97        728
a41oi_1        18        158
a21o_1        135       1010
or2_2          66        413
xnor2_1       283       2480
and2_1       1762      11000
o31ai_1        10       75.1
o22ai_1        13       81.3
a21oi_1       338       1690
nand2b_1      131        820
nand3_1        50        250
o21ai_0       308       1540
dfrtp_1       273       6830
Power and IR drop assume default switching activity.
